**design/flow/run.sh**
```bash
#!/bin/bash
# OpenROAD 26Q1-2900-gdf79404cd8, Yosys 0.63+post, stock flow scripts
make -C /OpenROAD-flow-scripts/flow DESIGN_CONFIG=/design/flow/config.mk WORK_HOME=/design/flow/orfs finish
```
**design/flow/design.v**
```verilog
module dat_mem (
  input[7:0] dat_in,
  input      clk,
  input      wr_en,	           
  input[7:0] addr,		       
  output logic[7:0] dat_out);
  logic[7:0] core[256];        
  assign dat_out = core[addr];
  always_ff @(posedge clk)
    if(wr_en)				   
      core[addr] <= dat_in; 
endmodule
```
**design/flow/config.mk**
```make
export PLATFORM = sky130hd
export DESIGN_NAME = dat_mem
export DESIGN_NICKNAME = dat_mem
export VERILOG_FILES = /design/flow/design.v
export SDC_FILE = /design/flow/constraint.sdc
export NUM_CORES = 4
export LEC_CHECK = 1
export CORE_UTILIZATION = 40
```
**design/flow/constraint.sdc**
```tcl
current_design dat_mem

set clk_period 17.5
set clk_io_pct 0.2

create_clock -name clk0 -period $clk_period [get_ports {clk}]

set non_clock_inputs [all_inputs -no_clocks]
set_input_delay [expr $clk_period * $clk_io_pct] -clock clk0 $non_clock_inputs
set_output_delay [expr $clk_period * $clk_io_pct] -clock clk0 [all_outputs]
```
==> flow_summary.yaml <==
# synthesis and place-and-route metrics
critical_path:
  path_max_fanout: 64
  critical_path.endpoint_type: "output pin"
  crit_type: "in2out"
  start_kind: "input pin"
  crit_required_ns: 14.00
  arrival_ns: 8.72
drt:
  wl_per_cell_um: 28.8
  viasPerCell: 5.65
  drc: 0
  vias: 36600
  ant_nets: 0
  routed_wl_um: 187000
  dr.first_iter.drc_count: 2457
  firstDrtPassIters: 5
logic_synthesis:
  syn_area_per_cell_um2: 22.1
  yosysTopAreaCell: "edfxtp_1"
  syn_area_um2: 78300
  yosys-stat-cells: 3539
  yosys_area_um2: 78300
  yosysWarnings: 1
  ys_top_cells_by_count: "edfxtp_1 (2048), mux4_2 (512), a22oi_1 (256), nor2_1 (232), clkbuf_1 (145)"
  synth_cells: 3539
  edf_count: 2048
  yosys_most_used_dff: "edfxtp_1"
  seq_area_frac_synth_pct: 78.5
  synth_cell_types: 21
  ys_seq_elements: 2048
  yosysMostFrequentCell: "edfxtp_1"
  synthArstFlopShare_pct: 0
  yosys.area.top_type_share_pct: 78.5
  area_leaders: "edfxtp_1 (79%), mux4_2 (15%), a22oi_1 (2.5%)"
hold_path:
  hold_class: "in2reg"
global_routing:
  grt.overflow.total: 0
  track_usage_pct: 21.2
  grt_max_degree: 153
  grt_pass1_wl_um: 275000
  antenna_found_initial: 1
  grt_pass1_vias: 40600
place:
  gp_congestion: 0.871
  place_hpwl_um: 109000
  portBuffers: 25
power:
  p_leak_nw: 26.7
  ir_drop_mv: 0.104
  power.density_nw_per_um2: 112
  total_power_mw: 9.96
cts:
  cts_hold_buffers: 0
  cts_buffer_depth: 3
  cts_max_level: 4
  post_cts_resized: 0
  clkTransAtPathRegs_ns: 0.06
  cts_buffers: 198
  cts_tree: "yes"
  cts_root_buf: "clkbuf_16"
  cts.sink_count: 2048
  cts_setup_buffers: 0
final_layout:
  largest_register_ffs: 2048
  drive_above_1_share_pct: 25.4
  fillCellCount: 15800
  syn_to_final_growth_pct: 13.1
  finish.utilization_pct: 45.5
  comb_area_um2: 15900
  largest-register: "core"
  reg_top3: "core: 2048 flops"
  flop_area_um2: 61500
die:
  fp_util_pct: 40.2
  core_um2: 195000
  die_w_um: 445
  io-pin-count: 26
  row_count: 162
  die.size.y_um: 445
  die-area_um2: 198000
status:
  outcome: "finished clean"
run:
  tool_warnings: 38
  maxCapViolCount: 0
final_timing:
  final.setup.tns_ns: 0
  worst_slew_pin_slew_ns: 1.11
  finalHoldViolations: 0
  slew-limit-headroom_pct: 25.0
  rsz0062_at_grt: "false"
  final-max-slew-violation-count: 0
  fin_crit_ns: 12.22
  setup_viol_count_final: 0
  finalCritPeriodShare_pct: 69.8
  fmax_ghz: 0.0818
[worst max-delay path, cell delays in order]
cell             delay (ns)
buf_8                  0.40
buf_4                  0.68
buf_4                  0.69
buf_4                  0.58
mux4_2                 0.38
a22oi_1                0.31
a21oi_1                0.12
o41ai_1                1.01
nand4_1                0.42
clkdlybuf4s50_1        0.52
[final cells by class]
type,instances,area share (%)
flip-flops and latches,2048,69.4
multi-input cells,1258,17.9
clock buffers,247,5.94
well taps,2624,3.71
repair buffers,197,1.92
clock inverters,112,1.07
inverters,1,0.00424
diodes,1,0.00282
[layer usage]
metal  part of all wire, %  up-vias  track usage (%)
met3                    15      294             14.3
met5                  0.11        -            0.904
met1                    34    19000             27.8
met4                   3.2        6             5.21
met2                    48     1948             30.8
li1                      -    15400                -
[cell families after synthesis]
family,count (synthesis),synth area share [%]
AND/OR/NAND/NOR,330,1.74
multiplexers,512,14.7
buffers and inverters,233,1.40
flip-flops,2048,78.5
AND-OR/OR-AND,416,3.63
[cell usage in the layout (no fill, tap or decap), types with 5 or more instances in the layout]
cell type        synthesis  final
buf_12                   0      9
clkbuf_16                0    204
buf_8                    0     10
buf_4                   16    163
nor2_1                 232    231
clkinv_2                 0     29
clkbuf_1               145     43
nand2_1                 28     28
clkinv_1                 0     54
bufinv_16                0     14
edfxtp_1              2048   2048
o41ai_2                  0     13
nor2b_1                  7      5
o41ai_1                 32     19
a21oi_1                128    128
nor3_1                  30     30
nand3_1                 13      9
a22oi_1                256    256
nand4_1                  8      8
mux4_2                 512    512
clkdlybuf4s50_1          0     15
[where the power goes]
group / total, mW / switching [mW] / leakage (nW) / internal, mW
combinational: 0.450 / 0.294 / 5.26 / 0.156
clock: 4.10 / 1.77 / 3.03 / 2.33
sequential: 5.41 / 0.00212 / 18.4 / 5.41
total: 9.96 / 2.06 / 26.7 / 7.89
[final timing paths]
kind	start	to	slack, ns	cells after the start
min	dat_in[5]	core[19][5]$_DFFE_PP_	3.11	1
max	addr[1]	dat_out[1]	5.28	10
[per-stage QoR]
| step | instances | hold slack [ns] | cell area [um^2] | worst slack, ns |
|---|---|---|---|---|
| 2_1_floorplan | 3539 | 3.60 | 78300 | 8.76 |
| 3_3_place_gp | 6128 | 3.95 | 82400 | 5.16 |
| 3_5_place_dp | 6128 | 3.96 | 82400 | 5.15 |
| 4_1_cts | 6487 | 3.06 | 88600 | 5.16 |
| 5_1_grt | 6487 | 3.08 | 88600 | 4.96 |
| 6_report | 6488 | 3.11 | 88600 | 5.28 |
Power figures rest on the tool's default switching activity, not on a simulated workload.
