==> design.v <==
module alu(
  input[2:0] alu_cmd,     
  input[7:0] inA, inB,	  
  input      sc_i,        
  output logic[7:0] rslt,
  output logic sc_o,      
               pari,      
			   zero       
);
assign zero = !rslt;
assign pari = ^rslt;
always_comb begin 
  rslt = 'b0;            
  sc_o = 'b0;    
  case(alu_cmd)
    3'b000: begin 
      rslt = inA + inB;
    end
     3'b001: begin 
      rslt = inA - inB;
    end
     3'b010: begin 
      rslt = inA >> inB;
    end
     3'b011: begin 
      rslt = inA << inB;
    end
     3'b100: begin 
      rslt = inA ^ inB;
    end
     3'b101: begin 
      rslt = ^(inA ^ inB);
    end
     3'b110: begin 
      rslt = inA & inB;
    end
     3'b111: begin 
    end
  endcase
end
endmodule
==> run.sh <==
#!/bin/bash
# OpenROAD 26Q1-2900-gdf79404cd8, Yosys 0.63+post, stock flow scripts
make -C /OpenROAD-flow-scripts/flow DESIGN_CONFIG=/design/flow/config.mk WORK_HOME=/design/flow/orfs finish
==> config.mk <==
export PLATFORM = sky130hd
export DESIGN_NAME = alu
export DESIGN_NICKNAME = alu
export VERILOG_FILES = /design/flow/design.v
export SDC_FILE = /design/flow/constraint.sdc
export NUM_CORES = 4
export LEC_CHECK = 1
export CORE_AREA = 10 10 95 95
export DIE_AREA = 0 0 105 105
==> constraint.sdc <==
current_design alu

set clk_period 6.0
set clk_io_pct 0.2

create_clock -name clk0 -period $clk_period

set non_clock_inputs [all_inputs -no_clocks]
set_input_delay [expr $clk_period * $clk_io_pct] -clock clk0 $non_clock_inputs
set_output_delay [expr $clk_period * $clk_io_pct] -clock clk0 [all_outputs]
==> flow_metrics.rpt <==
RUN METRICS
----------------------------------------------------
[Drt]
  Total routed wirelength ........................ 5488 um
  Number of routed nets with antenna violations ........................ 0
  Count of unresolved DRC violations after routing ........................ 0
  Post-DR wirelength/cell ........................ 15.46 um
  DRT Pass-1 Iters ........................ 4
  First-iteration detailed-routing DRC count ........................ 149
  Total number of vias ........................ 1768
  Antenna diode count ........................ 0
  Via density per instance ........................ 4.980

[Critical path]
  Worst stage delay on the critical path ........................ 0.47 ns
  Required time worst endpoint ........................ 4.80 ns
  Classification of the worst setup path ........................ input pin to primary output
  Type of origin of the critical path ........................ input pin
  Element type at the critical path end ........................ primary output
  Gate family responsible for the most delay along the worst path ........................ buffers and inverters
  Startpoint of the most critical setup path ........................ alu_cmd[0]
  Top fanout value on the critical path ........................ 4
  CP bufs+invs ........................ 2
  Critical-path top delay cell ........................ clkdlybuf4s50_1
  Data arrival time at the worst-slack endpoint ........................ 4.58 ns
  Cells traversed along the worst timing path ........................ clkdlybuf4s50_1, or3b_4, o31ai_2, xor2_1, ha_1, nand3_1, nand2_1, o41a_1, o2111a_1, nor3_2, ha_1, and4_1, clkdlybuf4s50_1

[Cells and area]
  CLK BUF ........................ 0
  Fraction of layout instances using a drive strength above 1 ........................ 20.08%
  Area taken by flip-flops and latches ........................ 0 um^2
  Sequential cells ........................ 0
  Layout overhead on the synthesized area ........................ 41.42%

[Yosys]
  Synthesized area divided by synthesized cell count ........................ 7.898 um^2
  Top non-seq family ........................ AND-OR/OR-AND gates
  Cell type contributing the most total cell area after synthesis ........................ ha_1
  Mux cell area share after synthesis ........................ 18.39%
  Share of synthesized area occupied by flip-flops and latches ........................ 0%
  Yosys cell count ........................ 205
  Post-synth area from yosys stat ........................ 0.001619 mm^2
  Share of the synthesized area in the top cell type ........................ 15.46%
  Dominant cell by count in the synthesized netlist ........................ ha_1
  Number of cells produced by synthesis ........................ 205
  Top cells by area ........................ ha_1 15%, mux2i_1 11%, xnor2_1 8.1%, mux4_1 6.5%, a21oi_1 3.7%
  Synth warn ........................ 1
  Netlist area before placement ........................ 0.001619 mm^2
  And-or/or-and share of the synthesized area ........................ 25.04%
  Ranking of synthesized cells by instance count ........................ 20 x ha_1, 17 x mux2i_1, 16 x nor2_1, 15 x xnor2_1
  Unique masters post-synth ........................ 59
  Xor/xnor share of the synthesized area ........................ 10.82%
  Basic Gates by Area ........................ 23.80%
  Fa+ha+maj area frac ........................ 16.69%

[Global routing]
  Wire length of the first global-routing pass ........................ 8894 um
  Total congestion overflow after global routing ........................ 0
  All-Layer GR Usage ........................ 9.690%
  Via count of the first global-routing pass ........................ 1667
  Antenna violations before repair ........................ 0
  Pin count of the biggest net entering global routing ........................ 21

[Pwr]
  Power density over cell area ........................ 105.6 mW/mm^2
  Switch share ........................ 44.88%
  Peak supply drop ........................ 0.02868 mV
  Final Power ........................ 0.2419 mW
  Share of total power in combinational logic ........................ 100.0%
  Cell Int Power ........................ 0.1333 mW
  Sequential power share ........................ 0%
  Switching power of the nets ........................ 0.1086 mW
  Leakage power total ........................ 0.9424 nW
  Share of power burned in the clock network ........................ 0%

[STA]
  Worst-case hold slack ........................ 3.560 ns
  Unrepaired setup endpoints after global routing ........................ false
  Final slew viol count ........................ 0
  Final period util ........................ 96.31%
  Final count of hold timing violations ........................ 0
  Maximum frequency from static timing analysis ........................ 173.1 MHz
  Final setup violating endpoints ........................ 0
  Final setup margin ........................ 0.2217 ns
  Min Tclk post-route ........................ 5.778 ns
  Total Negative Setup Slacks ........................ 0 ns

[Min path]
  Cell depth of the worst min-delay path ........................ 5
  Hold crit path type ........................ input pin to primary output
  Startpoint of the worst hold path ........................ alu_cmd[0]
  End point of the most critical hold path ........................ rslt[0]

[Placed design]
  Half-perimeter wire length after placement ........................ 4495 um
  RePlAce Congestion ........................ 0.9545
  Buffers on Ports ........................ 29
  Pre-CTS setup slack ........................ -0.3410 ns

[Floorplan]
  Placeable core region ........................ 0.006907 mm^2
  Floorplan utilization ........................ 23.44%
  Total I/O pin count ........................ 31
  Die Wd ........................ 105 um
  Die Outline Area ........................ 0.01103 mm^2
  Overall die height ........................ 105 um
  Rows ........................ 30

[Flow run]
  Max-capacitance violation count ........................ 0
  Tool Warnings ........................ 34

[Status]
  Outcome ........................ completed

----------------------------------------------------
[cell families (layout without fill, tap and decap cells)]
family                     after synthesis  in the layout
other                                    1              1
buffers and inverters                   17             71
and+or+nand+nor                         69             69
muxes                                   22             22
adders and majority gates               21             21
AOI/OAI and AO/OA                       55             55
xor gates and xnor gates                20             20
[routing by layer]
metal,GRT usage (%),vias up,part of all wire (%)
met3,0.6211,0,3.8
li1,-,903,-
met4,0,0,0
met1,14.39,829,50
met5,0,-,0
met2,15.88,36,47
[area by class of cell]
class | count | area, um^2
inverter | 6 | 22.52
timing repair buffer | 65 | 570.5
multi-input combinational | 188 | 1577
tap | 96 | 120.1
fill | 734 | 4617
[worst max path at each step]
stage / cells after the start / slack (ns) / to
after CTS: 13 / 0.20 / zero
after global routing: 14 / 0.003 / zero
final: 13 / 0.22 / zero
[metrics by stage]
step / instance area, um^2 / std cells / utilization [%]
global route: 2290 / 355 / 33.15
floorplan: 1619 / 205 / -
CTS: 2290 / 355 / 33.15
detailed placement: 2226 / 353 / 32.23
global placement: 2226 / 353 / 32.23
finish: 2290 / 355 / 33.15
[power by group through the flow]
stage	clock network [mW]	registers, mW	logic [mW]
CTS	0	0	0.245
finish	0	0	0.242
global route	0	0	0.269
[cell usage in the layout, fill, tap and decap left out, types with 2 or more instances in the layout]
cell / instances
mux4_1: 4
or2_2: 2
o2111a_1: 4
buf_4: 33
nor2_1: 16
o211ai_1: 2
mux2i_1: 17
and3_1: 2
or4_1: 2
o21ai_0: 4
o2bb2ai_1: 4
xnor2_1: 15
nor3_1: 5
ha_1: 19
o21a_1: 3
a21oi_1: 9
nand2b_1: 7
nand2_1: 12
clkdlybuf4s50_1: 28
a21oi_2: 3
nor2b_1: 4
inv_1: 5
xor2_1: 5
a211oi_1: 2
a31oi_1: 4
o22ai_1: 2
or3_1: 2
buf_6: 3
o21ai_1: 2
nand3_1: 6
[worst min-delay path, stage by stage]
cell	delay (ns)
clkdlybuf4s50_1	0.41
buf_4	0.17
nand2_1	0.10
o31ai_1	0.07
clkdlybuf4s50_1	0.40
[what timing repair did]
action	4_1_cts	5_1_grt
setup buffers	2	0
pin swaps	10	1
resized	13	1
setup endpoints to repair	2	2
hold buffers	0	0
gates cloned	0	0
Power and IR drop assume default switching activity.
