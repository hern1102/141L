<file path="flow/config.mk">
export PLATFORM = sky130hd
export DESIGN_NAME = reg_file
export DESIGN_NICKNAME = reg_file
export VERILOG_FILES = /design/flow/design.v
export SDC_FILE = /design/flow/constraint.sdc
export NUM_CORES = 4
export LEC_CHECK = 1
export CORE_UTILIZATION = 40
</file>
<file path="flow/constraint.sdc">
current_design reg_file

set clk_period 1.8
set clk_io_pct 0.2

create_clock -name clk0 -period $clk_period [get_ports {clk}]

set non_clock_inputs [all_inputs -no_clocks]
set_input_delay [expr $clk_period * $clk_io_pct] -clock clk0 $non_clock_inputs
set_output_delay [expr $clk_period * $clk_io_pct] -clock clk0 [all_outputs]
</file>
<file path="flow/design.v">
module reg_file #(parameter pw=3)(
  input[7:0] dat_in,
  input      clk,
  input      wr_en,            
  input[pw-1:0] wr_addr,		   
              rd_addrA,		   
			  rd_addrB,
  output logic[7:0] datA_out,  
                    datB_out);
  logic[7:0] core[2**pw];     
  assign datA_out = core[rd_addrA];
  assign datB_out = core[rd_addrB];
  always_ff @(posedge clk) 
    if(wr_en)				    
      core[wr_addr] <= dat_in; 
endmodule
</file>
<file path="flow/run.sh">
#!/bin/bash
# OpenROAD 26Q1-2900-gdf79404cd8, Yosys 0.63+post, stock flow scripts
make -C /OpenROAD-flow-scripts/flow DESIGN_CONFIG=/design/flow/config.mk WORK_HOME=/design/flow/orfs finish
</file>
==> out/results.tsv <==
metric	value	unit
outcome	finished with violations	
violations	negative setup slack	
syn-cell-area	3080	µm²
row_count	31	
crit_chain	mux4_2 -> mux2_4 -> buf_2	
slew_headroom	0.821	
ff_type	edfxtp_1	
clock_sinks	64	
grt_max_degree	11	
synth_warnings	1	
path_max_fanout	2	
reg_top3	core (64)	
p_per_area	825	nW/µm²
arrival	1.60	ns
synth.area.top_cells	edfxtp_1 (62%), mux4_1 (25%), mux2_2 (5.9%), mux4_2 (2.2%), buf_12 (1.3%)	
top_cell	edfxtp_1	
cts_buffer_depth	2	
drt-total-wl	6320	µm
top_cell_area_share	0.624	
largest_register_ffs	64	
top_area_cell	edfxtp_1	
dieWidth	89.7	µm
ys_seq_frac	0.624	
clock.fmax	510	MHz
viasPerCell	5.40	
drt_iter0_markers	90	
regMostFlops	core	
post-route-worst-setup-slack	-0.160	ns
warning_count	27	
dr_total_vias	1576	
fin_util	0.510	
end_kind	primary output	
async_flop_share	0	
setup_viol	16	
clockRootBuffer	clkbuf_8	
seq_power_share	0.555	
max-vdd-ir-drop	0.414	mV
rsz0062_at_grt	true	
hold-path-endpoint	core[7][5]$_DFFE_PP_	
yosys-stat-area	3080	µm²
grt_pass1_wl	9730	µm
timing.critical_path.buf_inv	1	
numCtsBuffers	9	
finalCritPeriodShare	1.09	
drive_gt1_frac	0.497	
drt_pass1_iterations	4	
cts_tree	yes	
clk_pin_slew	0.06	ns
worstPathRequired	1.44	ns
io_pins	35	
combPwrFrac	0.129	
dp_hpwl	3830	µm
overflow	0	
edf_count	64	
hold_buffers	0	
period_needed	1.96	ns
route.detailed.drc	0	
finalHoldViolCount	0	
antenna_found_initial	0	
internal_power	2.43	mW
diodes	0	
switchingPower	653	µW
grt_pass1_vias	1770	
gp_congestion	0.739	
worst_pin_slew	0.268	ns
p_leak	1.29	nW
syn_inst	135	
synth.distinct_cells	13	
min_from	dat_in[5]	
hold_ws	0.757	ns
drv_slew	0	
cp_slowest_stage_delay	0.49	ns
antenna_left	0	
core_area	7330	µm²
critPathKind	flop to primary output	
htree_levels	3	
critPathLaunchType	flop	
dieArea	8050	µm²
avgSynthCellArea	22.8	µm²
holdPathStages	1	
critPathTopFamily	multiplexers	
common_cells	edfxtp_1 (64), mux4_1 (29), mux2_2 (16)	
routedWlPerCell	21.7	µm
area.growth.synth_to_final	21.5	%
grt_util_all_layers	0.181	
yosys_cells	135	
fp_util	0.420	
maxCapViolations	0	
dieHeight	89.7	µm
p_sw_frac	0.212	
port_buffers	34	
slowest_stage	mux4_2	
synth-seq-cells	64	
fill_cells	569	
power_frac_clock	0.315	
hold_class	input pin to flop	
## metrics by stage
step | setup slack (ns) | area, µm² | total power, mW | setup TNS, ns | instances
floorplan | 0.0683 | 3080 | 1.91 | 0 | 135
global placement | -0.902 | 3620 | 2.10 | -13.65 | 274
detailed placement | -0.920 | 3620 | 2.11 | -13.91 | 274
CTS | -0.188 | 3730 | 3.10 | -2.47 | 292
global route | -0.233 | 3740 | 3.21 | -3.13 | 292
finish | -0.160 | 3740 | 3.08 | -2.11 | 292
## layout make-up
| type | instances | area (µm²) | area share |
|---|---|---|---|
| Clock buffer | 11 | 131 | 0.0351 |
| Tap cell | 99 | 124 | 0.0331 |
| Timing Repair Buffer | 52 | 518 | 0.139 |
| Sequential cell | 64 | 1920 | 0.514 |
| Clock inverter | 5 | 23.8 | 0.00636 |
| Multi-Input combinational cell | 61 | 1020 | 0.273 |
## per-layer routing
metal,global-route usage,vias up,share of wire
li1,-,689,-
met1,0.221,762,0.34
met2,0.263,117,0.48
met3,0.153,8,0.16
met4,0.0232,0,0.012
met5,0,-,0
## power groups by stage
stage | combinational, mW | sequential [mW] | clock, mW
4_1_cts | 0.400 | 1.71 | 0.991
6_report | 0.399 | 1.71 | 0.972
5_1_grt | 0.430 | 1.72 | 1.07
## logic make-up after synthesis
logic type	count (synthesis)	share of synthesized area
flops	64	0.624
mux	48	0.328
simple gates	13	0.0191
buf+inv	10	0.0285
## worst max path at each step
stage                   startpoint     endpoint  slack [ns]  cells past startpoint
CTS           core[5][4]$_DFFE_PP_  datA_out[4]       -0.19                      3
global route  core[5][4]$_DFFE_PP_  datA_out[4]       -0.23                      3
finish        core[5][4]$_DFFE_PP_  datA_out[4]       -0.16                      3
## layout by cell type, fill, tap and decap left out, types with 3 or more instances in the layout
cell | synthesis | layout
clkinv_1 | 0 | 3
buf_4 | 0 | 9
edfxtp_1 | 64 | 64
nor2_1 | 6 | 6
buf_6 | 2 | 4
mux2_4 | 0 | 16
mux4_2 | 3 | 32
nand2b_1 | 3 | 3
clkdlybuf4s50_1 | 0 | 14
clkbuf_8 | 0 | 9
buf_12 | 2 | 4
buf_2 | 2 | 15
## timing repair
action,4_1_cts,5_1_grt
buffers inserted,0,0
resized,114,2
setup endpoints to repair,16,16
gates cloned,2,0
No activity file was given, so power comes from the tool's default toggle rates.
